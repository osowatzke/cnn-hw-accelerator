==> /design/flow/design.v <==
`timescale 1ns/1ns
module sp_ram (
    clkIn,
    rstIn,
    addrIn,
    wrEnIn,
    wrDataIn,
    rdEnIn,
    rdDataOut,
    rdAckOut);
    parameter DATA_WIDTH = 32;
    parameter RAM_DEPTH  = 512;
    localparam WREN_WIDTH = (DATA_WIDTH+7)/8;
    localparam RAM_WIDTH  = WREN_WIDTH*8;
    localparam ADDR_WIDTH = $clog2(RAM_DEPTH);
    localparam PAD_WIDTH  = RAM_WIDTH - DATA_WIDTH;
    input clkIn;
    input rstIn;
    input [ADDR_WIDTH-1:0] addrIn;
    input [WREN_WIDTH-1:0] wrEnIn;
    input [DATA_WIDTH-1:0] wrDataIn;
    input rdEnIn;
    output [DATA_WIDTH-1:0] rdDataOut;
    output rdAckOut;
    reg [RAM_WIDTH-1:0] ram [0:(RAM_DEPTH-1)];
    reg rdAckR;
    reg [RAM_WIDTH-1:0] rdDataR;
    wire [RAM_WIDTH-1:0] wrDataPad;
    assign wrDataPad = {{PAD_WIDTH{1'b0}}, wrDataIn};
    always @(posedge clkIn) begin
        rdDataR <= ram[addrIn];
    end
    generate
    genvar i;
        for (i = 0; i < WREN_WIDTH; i = i + 1) begin
            always @(posedge clkIn) begin
                if (wrEnIn[i]) begin
                    ram[addrIn][(8*i)+:8] = wrDataPad[(8*i)+:8];
                end
            end
        end
    endgenerate
    always @(posedge clkIn) begin
        if (rstIn) begin
            rdAckR  <= 0;
        end else begin
            rdAckR  <= rdEnIn;
        end
    end
    assign rdDataOut = rdDataR[DATA_WIDTH-1:0];
    assign rdAckOut  = rdAckR;
endmodule
==> /design/flow/run.sh <==
#!/bin/bash
# OpenROAD 26Q1-2900-gdf79404cd8, Yosys 0.63+post, stock flow scripts
make -C /OpenROAD-flow-scripts/flow DESIGN_CONFIG=/design/flow/config.mk WORK_HOME=/design/flow/orfs finish
==> /design/flow/config.mk <==
export PLATFORM = sky130hd
export DESIGN_NAME = sp_ram
export DESIGN_NICKNAME = sp_ram
export VERILOG_FILES = /design/flow/design.v
export SDC_FILE = /design/flow/constraint.sdc
export NUM_CORES = 4
export LEC_CHECK = 1
export CORE_UTILIZATION = 50
export SYNTH_MEMORY_MAX_BITS = 65536
==> /design/flow/constraint.sdc <==
current_design sp_ram

set clk_period 148.1
set clk_io_pct 0.2

create_clock -name clk0 -period $clk_period [get_ports {clkIn}]

set non_clock_inputs [all_inputs -no_clocks]
set_input_delay [expr $clk_period * $clk_io_pct] -clock clk0 $non_clock_inputs
set_output_delay [expr $clk_period * $clk_io_pct] -clock clk0 [all_outputs]
==> flow_summary.ini <==
; generated from flow reports
[final_layout]
final-comb-area_sq_mm = 0.132
seq_area_sq_mm = 0.493
post_route_cells_drive_above_1_share_pct = 21.7
layoutNonFillerInstCount = 50700
finish.utilization_pct = 56.7
num-fill-cells = 90500
syn2layout_area_growth_pct = 13.0

[yosys]
postSynth.asyncResetShare_pct = 0
total_number_of_yosys_warnings = 1
avgSynthCellArea_sq_um = 20.6
ys_seq_share_pct = 77.9
postSynthRegisterBits = 16400
synth-xor-area-share_pct = 0
netlist_top_cells_count = 16400 x sky130_fd_sc_hd__edfxtp_1, 2866 x sky130_fd_sc_hd__mux4_2, 2617 x sky130_fd_sc_hd__mux2i_1
post-synth-top-area-cell = sky130_fd_sc_hd__edfxtp_1
synth_dominant_cell_count = sky130_fd_sc_hd__edfxtp_1
synth.cellmix.adderShare_pct = 0
syn-cell-area_sq_mm = 0.632
top_logic_kind = multiplexers
yosysChipArea_sq_mm = 0.632
dominantRegCellSynth = sky130_fd_sc_hd__edfxtp_1
number_of_enable_type_register_cells_in_the_synthesized_netlist = 16400
netlist_instances = 30800
synth_cell_types = 80
netlist.area_leader.share_pct = 77.8
mux_area_share_pct = 14.5
yosys.area_share.simple_pct = 2.62
synth_compound_gate_area_share_pct = 3.43
yosysCellCount = 30800
netlist_top_cells_area = sky130_fd_sc_hd__edfxtp_1 78%, sky130_fd_sc_hd__mux4_2 10%, sky130_fd_sc_hd__mux2i_1 4.1%

[placed_design]
portBuffers = 80
gpl.final_weighted_congestion = 0.962
placedCellCount = 47200
dp_hpwl_um = 1310000

[setup_path]
setup.worst_path.start = addrIn[1]
setup.worst_path.end_class = register
reg2reg_to = rdDataR[5]
max_fanout_on_critical_path = 46
worst_ep_arrival_time_ns = 38.12
r2r_cells = 6
timing.rr.start = ram[213][5]
critical_path_required_ns = 149.31
ff2ff_setup_slack_ns = 143.05
cp-start-kind = input port
crit_type = in2reg

[die]
die_x_um = 1130
die_y_um = 1130
die_area_sq_mm = 1.27
placeableCoreArea_sq_mm = 1.26
rows = 412
number_of_top_level_design_ports = 81
fp_util_pct = 50.2

[pwr]
total_leakage_power_nw = 226
worst_supply_voltage_drop_on_vdd_mv = 0.0108
cellPowerDensity_mw_per_mm2 = 13.7

[min_path]
min_from = ram[3][9]
min_path_type = reg2reg
hold-path-cell-count = 6
hold_path_end = rdDataR[9]

[global_routing]
global_route.usage.total_pct = 35.5
grt_pass1_wl_um = 2730000
antenna_found_initial = 234
grt_max_degree = 139
vias_in_the_first_global_route = 347000
gr-total-overflow = 0

[timing]
report.final.slew_viol_count = 2
fmax_mhz = 27.1
setup_repair_after_global_routing_missed_its_margin = false
fin_crit_sh_pct = 24.9
hold-worst-slack_ns = 0.837
final.setup_skew_ns = 0.105
final-setup-viol-count = 0
final_hold_viol_count = 0
least_margin_pin_slew_ns = 1.52
maxSlewHeadroom_pct = -2.43
final.setup.tns_ns = 0
min_period_ns = 36.91

[route]
detail_route.iter0.violations = 23900
antenna_left = 0
wl_um = 1990000
vias_per_cell = 6.36
first_pass_iters = 8
detail_route.wl_per_cell_um = 39.3
drc_errors = 0
detailroute.via_count = 322000

[run]
openroad.warnings = 84
drv_cap = 1

[run_status]
run_status = finished, violations left
violations = max-capacitance violations, max-slew violations

[clocking]
cts_max_path_buffers = 6
htreeDepth = 7
postCtsHoldBufs = 0
cts.clk_slew.worst_paths_ns = 0.06
cts-buffers-inserted = 1729
clock_tree_from_tritoncts = done
ctsRootBufferMaster = sky130_fd_sc_hd__clkbuf_16
numClockSinks = 16400
clkLatencyLatePin_ns = 1.34
cts_resized = 0
cts.repair_timing.setup_buffer_count = 0
cells by family (layout without fill, tap and decap cells):
kind of cell           count (synthesis)  in the layout
buffers and inverters               2057           4773
DFF                                16400          16400
other                                  0            434
muxes                               5557           5557
and+or+nand+nor                     3645           3645
AOI/OAI and AO/OA                   3096           3096
worst max-delay path by stage:
stage              to  slack [ns]
4_1_cts   rdDataR[10]      111.11
5_1_grt    rdDataR[9]      110.62
6_report   rdDataR[9]      111.19
flip-flops by register name (all words and copies together) (netlist names):
signal and cells:
rdDataR 32, rdAckR 1, ram 16384
report_power, final:
group          total (mW)  switching, mW  internal (mW)
clock network        4.20           1.75           2.45
logic               0.460          0.324          0.136
registers            5.13        0.00740           5.12
placed cells by master (no fill, tap or decap), types with 34 or more instances in the layout:
| cell | synthesis | final |
|---|---|---|
| sky130_fd_sc_hd__a2111oi_0 | 40 | 34 |
| sky130_fd_sc_hd__a211oi_1 | 76 | 73 |
| sky130_fd_sc_hd__a21oi_1 | 314 | 314 |
| sky130_fd_sc_hd__a221oi_1 | 331 | 331 |
| sky130_fd_sc_hd__a22o_1 | 137 | 137 |
| sky130_fd_sc_hd__a22oi_1 | 847 | 847 |
| sky130_fd_sc_hd__a31oi_1 | 165 | 165 |
| sky130_fd_sc_hd__and3_1 | 68 | 61 |
| sky130_fd_sc_hd__and4_1 | 80 | 80 |
| sky130_fd_sc_hd__buf_4 | 195 | 1573 |
| sky130_fd_sc_hd__buf_8 | 2 | 34 |
| sky130_fd_sc_hd__bufinv_16 | 0 | 164 |
| sky130_fd_sc_hd__clkbuf_1 | 943 | 340 |
| sky130_fd_sc_hd__clkbuf_16 | 0 | 1756 |
| sky130_fd_sc_hd__clkdlybuf4s50_1 | 0 | 37 |
| sky130_fd_sc_hd__clkinv_1 | 0 | 382 |
| sky130_fd_sc_hd__clkinv_2 | 0 | 320 |
| sky130_fd_sc_hd__clkinvlp_4 | 0 | 53 |
| sky130_fd_sc_hd__diode_2 | 0 | 434 |
| sky130_fd_sc_hd__edfxtp_1 | 16400 | 16400 |
| sky130_fd_sc_hd__mux2_2 | 74 | 74 |
| sky130_fd_sc_hd__mux2i_1 | 2617 | 2617 |
| sky130_fd_sc_hd__mux4_2 | 2866 | 2866 |
| sky130_fd_sc_hd__nand2_1 | 335 | 281 |
| sky130_fd_sc_hd__nand2_4 | 0 | 44 |
| sky130_fd_sc_hd__nand3_1 | 286 | 220 |
| sky130_fd_sc_hd__nand3_4 | 0 | 66 |
| sky130_fd_sc_hd__nand4_1 | 232 | 232 |
| sky130_fd_sc_hd__nor2_1 | 2179 | 2137 |
| sky130_fd_sc_hd__nor2_4 | 1 | 39 |
| sky130_fd_sc_hd__nor2b_1 | 49 | 37 |
| sky130_fd_sc_hd__nor3_1 | 75 | 37 |
| sky130_fd_sc_hd__nor3_2 | 1 | 36 |
| sky130_fd_sc_hd__nor4_1 | 178 | 162 |
| sky130_fd_sc_hd__o211ai_1 | 56 | 56 |
| sky130_fd_sc_hd__o21ai_0 | 225 | 224 |
| sky130_fd_sc_hd__o22ai_1 | 717 | 717 |
| sky130_fd_sc_hd__or4_1 | 58 | 57 |
routing by layer:
layer / up-vias / track usage, % / routed length (um)
met2: 23500 / 45.3 / 855000
met4: 335 / 14.8 / 109000
met5: - / 10.9 / 15500
li1: 132000 / - / -
met1: 162000 / 40.6 / 558000
met3: 4036 / 34.2 / 452000
per-stage QoR:
step | instance area [sq um] | setup WS (ns) | power (mW)
floorplan | 632000 | 115.60 | 5.43
global placement | 659000 | 109.77 | 5.67
detailed placement | 659000 | 109.68 | 5.68
CTS | 713000 | 111.11 | 9.82
global route | 714000 | 110.62 | 10.0
finish | 714000 | 111.19 | 9.78
area by class of cell:
| cell class | count | area share, % |
|---|---|---|
| Sequential cell | 16400 | 69.0 |
| Multi-Input combinational cell | 12300 | 18.5 |
| Timing Repair Buffer | 1689 | 1.88 |
| Antenna cell | 434 | 0.152 |
| Inverter | 12 | 0.00841 |
| Clock buffer | 2110 | 6.36 |
| Tap cell | 16800 | 2.94 |
| Clock inverter | 962 | 1.24 |
critical path: stages:
cell                        delay [ns]
sky130_fd_sc_hd__buf_16           0.32
sky130_fd_sc_hd__buf_4            0.21
sky130_fd_sc_hd__buf_4            0.39
sky130_fd_sc_hd__buf_4            0.65
sky130_fd_sc_hd__buf_4            0.53
sky130_fd_sc_hd__buf_4            0.60
sky130_fd_sc_hd__buf_4            0.67
sky130_fd_sc_hd__buf_4            0.67
sky130_fd_sc_hd__buf_4            0.71
sky130_fd_sc_hd__mux4_2           0.41
sky130_fd_sc_hd__a22oi_1          0.23
sky130_fd_sc_hd__o22ai_1          0.11
sky130_fd_sc_hd__a2111oi_0        0.97
sky130_fd_sc_hd__buf_4            0.24
sky130_fd_sc_hd__o211ai_1         0.16
sky130_fd_sc_hd__nor4_1           1.11
sky130_fd_sc_hd__nand3_1          0.15
Power and IR drop assume default switching activity.
